--- ./run.sh ---
#!/bin/bash
# OpenROAD 26Q1-2900-gdf79404cd8, Yosys 0.63+post, stock flow scripts
make -C /OpenROAD-flow-scripts/flow DESIGN_CONFIG=/design/flow/config.mk WORK_HOME=/design/flow/orfs finish
--- ./config.mk ---
export PLATFORM = sky130hd
export DESIGN_NAME = top
export DESIGN_NICKNAME = top
export VERILOG_FILES = /design/flow/design.v
export SDC_FILE = /design/flow/constraint.sdc
export NUM_CORES = 4
export LEC_CHECK = 1
export CORE_UTILIZATION = 30
--- ./design.v ---
module clk_filter(
input wire clk,
output wire clk_out, clk_out2);
reg [26:0] clk_counter;  
always @(posedge clk) begin
	clk_counter <= clk_counter+1;
end
assign clk_out = clk_counter[25];  
assign clk_out2 = clk_counter[24];  
endmodule
module semaforo_cruzamento_otimizado (
    input clk,
	input clk_blinker,
    input reset,
    input botao_A,
    input botao_B,
    output reg light_A_GREEN,
    output reg light_A_YELLOW,
    output reg light_A_RED,
    output reg light_B_GREEN,
    output reg light_B_YELLOW,
    output reg light_B_RED,
    output reg p_light_A_GREEN,
    output reg p_light_A_RED,
    output reg p_light_B_GREEN,
    output reg p_light_B_RED
);
parameter A_VERDE   = 2'b00,  
          A_AMARELO = 2'b01,
          B_VERDE   = 2'b10,
          B_AMARELO = 2'b11;
reg [1:0] state_reg, state_next;
reg [3:0] count;
localparam T_VERDE   = 4'd12;
localparam T_AMARELO = 4'd3;
wire pisca;
assign pisca = count[0];
    always @(posedge clk or posedge reset) begin
        if (reset) begin
            state_reg <= A_VERDE;
            count <= 0;
        end else begin  
            if (count < (state_reg[0] ? T_AMARELO : T_VERDE)) begin
                count <= count + 1;
                if (botao_A && state_reg == A_VERDE && count < (T_VERDE-1)) count <= T_VERDE;
                if (botao_B && state_reg == B_VERDE && count < (T_VERDE-1)) count <= T_VERDE;
            end else begin
                state_reg <= state_next;
                count <= 0;
            end
        end
    end
	 always @(*) begin
        case (state_reg)  
            A_VERDE:   state_next = A_AMARELO;
            A_AMARELO: state_next = B_VERDE;
            B_VERDE:   state_next = B_AMARELO;
            B_AMARELO: state_next = A_VERDE;
            default:   state_next = A_VERDE;
        endcase
    end
always @(*) begin
    light_A_GREEN  = (state_reg == A_VERDE);
    light_A_YELLOW = (state_reg == A_AMARELO);
    light_A_RED    = (state_reg == B_VERDE || state_reg == B_AMARELO);
    light_B_GREEN  = (state_reg == B_VERDE);
    light_B_YELLOW = (state_reg == B_AMARELO);
    light_B_RED    = (state_reg == A_VERDE || state_reg == A_AMARELO);
    if (state_reg == B_VERDE) begin
        p_light_A_GREEN = 1;
        p_light_A_RED   = 0;
    end else if (state_reg == B_AMARELO) begin
        p_light_A_GREEN = clk_blinker;   
        p_light_A_RED   = 0;       
    end else begin
        p_light_A_GREEN = 0;
        p_light_A_RED   = 1;
    end
    if (state_reg == A_VERDE) begin
        p_light_B_GREEN = 1;
        p_light_B_RED   = 0;
    end else if (state_reg == A_AMARELO) begin
        p_light_B_GREEN = clk_blinker;   
        p_light_B_RED   = 0;       
    end else begin
        p_light_B_GREEN = 0;
        p_light_B_RED   = 1;
    end
end
endmodule
module top(
inout [31:0] GPIO_0,
input [3:0] KEY,
output [9:0] LEDG,
input CLOCK_50);
wire clock_filtrado,clock_blinker;
clk_filter clock_filter(CLOCK_50, clock_filtrado, clock_blinker);
assign LEDG[0] = clock_filtrado;  
assign LEDG[1] = clock_blinker;
assign LEDG[2] = GPIO_0[1];
assign LEDG[3] = GPIO_0[2];
semaforo_cruzamento_otimizado semaforo(
	.clk(clock_filtrado),
	.clk_blinker(clock_blinker),
	.reset(~KEY[0]),
	.botao_A(GPIO_0[1]),
	.botao_B(GPIO_0[2]),
	.light_A_GREEN(GPIO_0[12]),
	.light_A_YELLOW(GPIO_0[13]),
	.light_A_RED(GPIO_0[14]),
	.light_B_GREEN(GPIO_0[20]),
	.light_B_YELLOW(GPIO_0[21]),
	.light_B_RED(GPIO_0[22]),
	.p_light_A_GREEN(GPIO_0[16]),
	.p_light_A_RED(GPIO_0[17]),
	.p_light_B_GREEN(GPIO_0[24]),
	.p_light_B_RED(GPIO_0[25]),
);
endmodule
--- ./constraint.sdc ---
current_design top

set clk_period 3.5
set clk_io_pct 0.2

create_clock -name clk0 -period $clk_period [get_ports {CLOCK_50}]

set non_clock_inputs [all_inputs -no_clocks]
set_input_delay [expr $clk_period * $clk_io_pct] -clock clk0 $non_clock_inputs
set_output_delay [expr $clk_period * $clk_io_pct] -clock clk0 [all_outputs]
==> flow_summary.json <==
{
  "status": "did not finish",
  "clockRootBuffer": "clkbuf_8",
  "synth_chip_area_mm2": 0.00152,
  "syn_area_mm2": 0.00152,
  "die_h_um": 73.1,
  "cts_hold_buf": 0,
  "portBuffers": 5,
  "compound_area_share_pct": 4.95,
  "h-tree-depth": 1,
  "topCombFamilyByArea": "simple AND/OR/NAND/NOR gates",
  "dpl_worst_slack_ps": 1670,
  "ys.flops": 32,
  "untimed_endpoints": 32,
  "syn_avg_cell_area_um2": 10.4,
  "adder_share_pct": 8.26,
  "ys_cells": 146,
  "synth-edff-count": 0,
  "unclocked_pins": 6,
  "syn_inst": 146,
  "gp_congestion": 0.737,
  "clock_path_buffers": 2,
  "ys_sh_xor_pct": 13.9,
  "yosysWarnings": 8,
  "ys_seq_share_pct": 44.3,
  "mux_share_pct": 1.40,
  "simple_gate_share_pct": 20.3,
  "cts_resized": 0,
  "stop_stage": "clock tree synthesis (4_1_cts)",
  "error": "[error] [KeplerFormal.cpp:679] Workflow failed: Iso has multiple drivers: .GPIO_020, _202_.COUT0",
  "hpwl_um": 1520,
  "pin_count": 47,
  "die_w_um": 73.1,
  "synth.distinct_cells": 30,
  "ys_async_sr_fraction_pct": 18.8,
  "rows": 25,
  "post_cts_buffers": 0,
  "cts_buffers": 3,
  "yosys_most_used_dff": "dfxtp_1",
  "core_util_floorplan_pct": 31.7
}
-- Yosys cell counts, types with 2 or more instances --
| cell type | count | area (µm²) |
|---|---|---|
| inv_1 | 7 | 26.3 |
| buf_4 | 10 | 75.1 |
| nor2_1 | 7 | 26.3 |
| and3_1 | 4 | 25.0 |
| and4_1 | 2 | 17.5 |
| ha_1 | 10 | 125 |
| nand4_1 | 5 | 31.3 |
| dfxtp_1 | 26 | 521 |
| a21o_1 | 2 | 15.0 |
| a21oi_1 | 2 | 10.0 |
| nand2_1 | 8 | 30.0 |
| nor4_4 | 2 | 42.5 |
| nand2b_1 | 2 | 12.5 |
| xnor2_1 | 14 | 123 |
| nand3_1 | 10 | 50.1 |
| nor3_1 | 4 | 20.0 |
| or2_2 | 2 | 12.5 |
| dfrtp_1 | 6 | 150 |
| a211oi_1 | 3 | 22.5 |
| xor2_1 | 10 | 87.6 |
-- per-stage QoR --
| step | std cells | area (µm²) |
|---|---|---|
| after floorplan | 151 | 1530 |
| after global placement | 213 | 1590 |
| after detailed placement | 213 | 1590 |
-- cells by family after synthesis --
kind of cell	count (synthesis)
mux	2
simple gates	49
compound gates	11
other cells	1
flops	32
buf+inv	17
xor+xnor	24
fa+ha+maj	10
